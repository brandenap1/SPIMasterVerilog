## design/flow/config.mk

```make
export PLATFORM = sky130hd
export DESIGN_NAME = SPI_Master_v1
export DESIGN_NICKNAME = SPI_Master_v1
export VERILOG_FILES = /design/flow/design.v
export SDC_FILE = /design/flow/constraint.sdc
export NUM_CORES = 4
export LEC_CHECK = 1
export CORE_AREA = 10 10 86 86
export DIE_AREA = 0 0 96 96
```

## design/flow/design.v

```verilog
`timescale 1ns / 1ps
module SPI_Master_v1(
    input wire i_wr,
    input wire i_rd,
    input wire i_cs,
    input wire[1:0] i_address, 
    input wire[7:0] i_data,
    input wire i_clk,
    output reg[7:0] o_data,
    inout io_mosi,
    input i_miso,
    inout sclk
    );
    reg r_sclk_buf = 0;
    reg r_mosi_buf = 0;
    reg r_busy = 0;
    reg[7:0] r_in_buf = 0;
    reg[7:0] r_out_buf = 0;
    reg[7:0] r_clk_cnt = 0;
    reg[7:0] r_clk_div = 0;
    reg[4:0] r_cnt = 0;
    assign sclk = r_sclk_buf;
    assign io_mosi = r_mosi_buf;
    always @(posedge r_sclk_buf) begin
        r_out_buf[0] <= i_miso;
        r_out_buf <= r_out_buf << 1;
    end 
    always @(i_cs or i_wr or i_rd or i_address or out_buf or r_busy or r_clk_div) begin
        o_data = i_data;
        if (i_cs && i_rd) begin
            case(i_address)
                2'b00 : o_data = r_out_buf;
                2'b01 : o_data = {7'b0 , r_busy};
                2'b10 : o_data = r_clk_div;
                default : o_data = o_data;
            endcase
        end
    end
    always @(posedge i_clk) begin
        if (!r_busy) begin 
            if(i_cs && i_wr) begin
                case(i_address)
                    2'b00 : begin
                        r_in_buf <= i_data;
                        r_busy <= 1;
                        r_cnt <= 0;
                    end
                    2'b10 : begin
                        r_in_buf <= r_clk_div;
                    end
                    default : r_in_buf <= r_in_buf; 
                endcase
            end
            else if(i_cs && i_rd) begin
                r_busy <= 1;
                r_cnt <= 0;
            end
        end
        else begin  
            r_clk_cnt <= r_clk_cnt + 1;
            if (r_clk_cnt >= r_clk_div) begin
                r_clk_cnt <= 0;
                if (r_cnt % 2 == 0) begin 
                    r_mosi_buf <= r_in_buf[7];
                    r_in_buf <= r_in_buf << 1;
                end 
                else begin
                    r_mosi_buf <= r_mosi_buf;
                end
                if (r_cnt > 0 && r_cnt < 17) begin
                    r_sclk_buf <= ~r_sclk_buf;
                end
                if (r_cnt >= 17) begin 
                    r_cnt <= 0;
                    r_busy <= 0;
                end
                else begin
                    r_cnt <= r_cnt;
                    r_busy <= r_busy;
                end
                r_cnt <= r_cnt + 1;
            end
        end
    end
endmodule
```

## design/flow/constraint.sdc

```tcl
current_design SPI_Master_v1

set clk_period 2.2
set clk_io_pct 0.2

create_clock -name clk0 -period $clk_period [get_ports {i_clk}]
create_clock -name clk1 -period $clk_period [get_ports {sclk}]

set non_clock_inputs [all_inputs -no_clocks]
set_input_delay [expr $clk_period * $clk_io_pct] -clock clk0 $non_clock_inputs
set_output_delay [expr $clk_period * $clk_io_pct] -clock clk0 [all_outputs]
```

## design/flow/run.sh

```bash
#!/bin/bash
# OpenROAD 26Q1-2900-gdf79404cd8, Yosys 0.63+post, stock flow scripts
make -C /OpenROAD-flow-scripts/flow DESIGN_CONFIG=/design/flow/config.mk WORK_HOME=/design/flow/orfs finish
```

==> metrics.cfg <==
[logic_synthesis]
synth.lib_cells_used.distinct=24
yosys_area_sq_um=875
synth.yosys.warnings=1
synth_sequential_area_ratio_pct=53.8
postSynthCellCount=84
yosysTopAreaCell=sky130_fd_sc_hd__edfxtp_1
synthAdderAreaFrac_pct=4.29
synth.top_cells.by_count=sky130_fd_sc_hd__nand2_1, sky130_fd_sc_hd__edfxtp_1, sky130_fd_sc_hd__and2_1
synth.cellmix.xorXnorShare_pct=3.00
aoi_share_pct=11.6
ys_async_sr_fraction_pct=0
basic_gates_by_area_pct=23.5
largest_logic_family=simple AND/OR/NAND/NOR gates
synthMuxAreaShare_pct=0
synth_flops=16
number_of_flops_mapped_to_enable_cells_by_yosys=15
synth_top_cell_by_count=sky130_fd_sc_hd__nand2_1
synthFlopType=sky130_fd_sc_hd__edfxtp_1
avgSynthCellArea_sq_um=10.4
synth.cell_area_sq_um=875
synth.top_cell.area_share_pct=51.5
netlist_top_cells_area=sky130_fd_sc_hd__edfxtp_1, sky130_fd_sc_hd__and2_1, sky130_fd_sc_hd__nand2_1, sky130_fd_sc_hd__o21ai_0, sky130_fd_sc_hd__ha_1
yosys-stat-cells=84

[clocking]
holdBufCountCts=0
cts_setup_buffers=0
cts_made_buffers=3
clock_sink_count=16
cts_repair_resize_count=7
clock_tree.buffer_depth=2
cts_max_level=1
clk_root_buffer_cell=sky130_fd_sc_hd__clkbuf_8

[status]
outcome=aborted with a tool error
toolErrorMsg=[error] [KeplerFormal.cpp:679] Workflow failed: Iso has multiple drivers: .sclk0, sclk$_DFFE_PP_.Q0
failed_stage=clock tree synthesis

[floorplan]
num_rows=27
die_h_um=96
initial_utilization_pct=15.8
ios=25
die-width_um=96

[placed_design]
dp_worst_setup_slack_ps=-126
port_buffers=21
gp_congestion=0.752
dpl.hpwl_um=1480
placed_cells_incl_taps=177
detailed_place.area_sq_um=1190

[cells by family after synthesis]
logic type / Yosys count
flip-flops: 16
adder cells (fa/ha/maj): 3
AND-OR/OR-AND: 15
XOR/XNOR: 3
AND/OR/NAND/NOR: 39
buffers and inverters: 8
